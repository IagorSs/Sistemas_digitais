`design/flow/design.v`:
```
module displayBCD(A,B,C,D,display);
	input A,B,C,D;
	output reg [0:6] display;
	always@(*)
		begin
			case ({A,B,C,D})
				4'b0000: display = 7'b0000001;
				4'b0001: display = 7'b1001111;
				4'b0010: display = 7'b0010010;
				4'b0011: display = 7'b0000110;
				4'b0100: display = 7'b1001100;
				4'b0101: display = 7'b0100100;
				4'b0110: display = 7'b0100000;
				4'b0111: display = 7'b0001111;
				4'b1000: display = 7'b0000000;
				4'b1001: display = 7'b0000100;
				default: display = 7'b1111111;
			endcase
		end
endmodule
module divisor (CLOCK_50, reset, clock_modificado);
	input CLOCK_50, reset;
	output clock_modificado;
	reg [22:0]Q;
	always@(negedge CLOCK_50 or posedge reset)
		begin
			if (reset)
				Q = 0;
			else
				Q = Q + 1;
		end
	assign clock_modificado = Q[22];
endmodule
module contador(CLOCK_50, SW1, SW2, HEX0, HEX1, SW0);
	input CLOCK_50, SW1, SW2, SW0;
	wire clock_modificado;
	reg[4:0] Q;
	output[0:6] HEX0, HEX1;
	wire[3:0] Dezena,Unidade;
	divisor ajuste(CLOCK_50, SW1|SW2, clock_modificado);
	initial
		begin
			Q[4:0] = 5'b00000;
		end
	always@(negedge clock_modificado or posedge SW1 or posedge SW2)	
		begin
			if (SW1)
				Q[4:0] = 5'b00000;
			else if(SW2)
				Q[4:0] = 5'b01111;
			else
				begin
					if(SW0)
						begin
							Q = Q + 5'b00001;
							if(Q == 5'b10000)
								Q[4:0] = 5'b00000;
						end
					else
						begin
							Q = Q - 5'b00001;
							if(Q == 5'b11111)
								Q[4:0] = 5'b01111;
						end
				end
		end
	assign Dezena = Q/10;
	assign Unidade = Q%10;
	displayBCD exitDezena(Dezena[3],Dezena[2],Dezena[1],Dezena[0],HEX1);
	displayBCD exitUnidade(Unidade[3],Unidade[2],Unidade[1],Unidade[0],HEX0);
endmodule
```
`design/flow/run.sh`:
```
#!/bin/bash
# OpenROAD 26Q1-2900-gdf79404cd8, Yosys 0.63+post, stock flow scripts
make -C /OpenROAD-flow-scripts/flow DESIGN_CONFIG=/design/flow/config.mk WORK_HOME=/design/flow/orfs finish
```
`design/flow/config.mk`:
```
export PLATFORM = sky130hd
export DESIGN_NAME = contador
export DESIGN_NICKNAME = contador
export VERILOG_FILES = /design/flow/design.v
export SDC_FILE = /design/flow/constraint.sdc
export NUM_CORES = 4
export LEC_CHECK = 1
export CORE_UTILIZATION = 30
```
`design/flow/constraint.sdc`:
```
current_design contador

set clk_period 5.6
set clk_io_pct 0.2

create_clock -name clk0 -period $clk_period [get_ports {CLOCK_50}]

set non_clock_inputs [all_inputs -no_clocks]
set_input_delay [expr $clk_period * $clk_io_pct] -clock clk0 $non_clock_inputs
set_output_delay [expr $clk_period * $clk_io_pct] -clock clk0 [all_outputs]
```
==> CHANGELOG.md <==
### Metrics

- Final Hold Viols: 0
- Slew HR: 0.608
- Core box area: 5640 sq um
- WL met3: 56 microns
- Largest net degree at the start of global routing: 25
- Crit end category: async pin
- Die footprint: 6290 sq um
- Mapped cell area: 1790 sq um
- Max Cap Violations: 0
- FP Core Util: 0.318
- Crit-path max cell delay: 0.43 ns
- # Cells Yosys: 177
- Die x size: 79.3 microns
- Total wire length: 2720 microns
- Final HPWL DP: 2060 microns
- Pleak: 0.878 nW
- Vias in the first global route: 1,084
- GPL Wtd Cong: 0.770
- Distinct lib cells: 36
- Cell Count Post-Placement: 258
- Clk slew on worst S/H paths: 0.05 ns
- Endpoints left unconstrained: 18
- WL met2: 1230 microns
- Layout cell share with drive strength beyond 1: 0.0474
- Worst VDD drop: 0.126 mV
- Final setup TNS: 0 ns
- Post-DRT Antenna Nets: 0
- H-tree depth: 1
- Crit start category: primary input
- CTS tree: built
- OpenROAD warnings: 33
- Fin Hold WS: 0.346 ns
- Vias: 1,198
- Synth Instances: 177
- PD cells: 134 nW/um^2
- Cell taking the most area after synthesis: dfrtn_1
- EDFF count, synth: 0
- P&R area growth vs syn: 14.5%
- Antenna fix cells: 0
- Max-slew violations: 0
- GRT overflow: 0
- CTS Root Cell: clkbuf_8
- IO Count: 18
- Registers, synthesis: 28
- Slowest-stage cell, CP: clkdlybuf4s50_1
- # setup viols final: 0
- Min-delay worst type: flip-flop to flip-flop
- First-pass GRT wire length: 4770 microns
- Die Span Y: 79.3 microns
- Top-area cell type share of the netlist area: 0.335
- Maximum clock insertion buffer count: 2
- DR pass1 iterations: 4
- Synth Seq Share: 0.408
- Drt via density: 4.57
- Port bufs: 16
- # hold bufs at CTS: 0
- Setup bufs post-CTS: 0
- Area after DPL: 2010 sq um
- Worst-Skew Late Latency: 0.27 ns
- CTS Buf Count: 3
- Synth warn: 4
- Top routing layer in use: met4
- Worst slew pin tran: 0.582 ns
- Detailed Route Iter0 Violations: 44
- Final cell count without fillers: 262
- M1 wire length: 1420 microns
- Cell area leaders: dfrtn_1, xnor2_1, ha_1, dfbbn_1, nand3_1
- Top_reg_cell synth: dfrtn_1
- Yosys stat area: 1790 sq um
- Rows: 27
- Initial antenna violation count: 0
- # DRC: 0
- GRT Resource Usage Total: 0.0937
- Critical path peak fanout: 24
- Fraction of registers with async set/reset: 1.00
- Final Cell Area: 2050 sq um
- Avg Inst Size Synth: 10.1 sq um
- Register pins left without a clock: 5
- Clock skew: 0.00108 ns
- RSZ-0062 raised after global routing: false
- Critical path type: primary input to async pin
- Post_cts resized: 0
- Arrival time at the worst endpoint: 1.97 ns
- Required @ worst endpoint: 3.32 ns
- Worst-path cell chain: clkdlybuf4s50_1, nor2_2, buf_4
- Outcome: complete, no violations
- WL/cell: 10.4 microns
[through the flow]
stage	power (mW)	setup WS, ns	util
finish	0.275	1.35	0.364
floorplan	0.176	0.509	-
global route	0.285	1.22	0.364
CTS	0.279	1.32	0.364
global placement	0.180	1.04	0.356
detailed placement	0.181	1.03	0.356
[cells by family (layout without fill, tap and decap cells)]
kind of cell	count (synthesis)	after routing	synth area share
AOI/OAI and AO/OA	26	26	0.106
muxes	5	5	0.0279
buffers and inverters	17	30	0.0440
adders and majority gates	12	12	0.0837
and+or+nand+nor	55	55	0.157
xor gates and xnor gates	33	33	0.172
other	1	1	0.00209
DFF	28	28	0.408
[worst paths after layout]
| path | from | end | slack [ns] | cells past startpoint |
|---|---|---|---|---|
| max in group clk0 | ajuste.Q[2]$_DFF_NP0_ | ajuste.Q[17]$_DFF_NP0_ | 3.73 | 6 |
| setup reg to reg | ajuste.Q[2]$_DFF_NP0_ | ajuste.Q[17]$_DFF_NP0_ | 3.73 | 6 |
| hold reg to reg | ajuste.Q[0]$_DFF_NP0_ | ajuste.Q[0]$_DFF_NP0_ | 0.35 | 1 |
| setup / recovery | SW2 | ajuste.Q[18]$_DFF_NP0_ | 1.35 | 3 |
| hold / removal | ajuste.Q[0]$_DFF_NP0_ | ajuste.Q[0]$_DFF_NP0_ | 0.35 | 1 |
| min in group asynchronous | SW1 | ajuste.Q[4]$_DFF_NP0_ | 3.95 | 3 |
[state kept, by name, indices dropped and copies added, names as in the netlist]
name	cells
Q	5
ajuste.Q	23
[layout make-up]
| cell class | instances | area, sq um |
|---|---|---|
| flip-flops and latches | 28 | 731 |
| fillers | 564 | 3590 |
| multi-input cells | 132 | 986 |
| clock buffers | 4 | 45.0 |
| repair buffers | 17 | 168 |
| inverters | 9 | 33.8 |
| well taps | 72 | 90.1 |
[critical path: cells and delay by family]
family                 cells  cell delay, ns
buffers and inverters      2            0.72
and+or+nand+nor            1            0.11
[where the power goes]
group	internal [mW]	switching (mW)
Clock	0.0506	0.0475
Sequential	0.168	0
Combinational	0.00324	0.00598
[cells in the final DEF (no fill, tap or decap), types with 4 or more instances in the layout]
master,count
xnor2_1,25
dfrtn_1,24
clkdlybuf4s50_1,16
nand2_1,15
nand3_1,13
ha_1,12
inv_1,9
a21oi_1,8
xor2_1,7
nor2_1,7
o21ai_0,6
and3_1,6
mux2i_1,5
dfbbn_1,4
[metal layers]
layer | track usage | vias to the layer above
met5 | 0 | -
met4 | 0.0109 | 0
met3 | 0.00700 | 2
met2 | 0.154 | 18
met1 | 0.143 | 543
li1 | - | 635
[cells in the mapped netlist (all sizes together), types with 6 or more instances]
cell type  number
dfrtn          24
a21oi           8
xor2            8
and3            6
nor2            8
nand3          13
o21ai           6
inv             9
ha             12
buf             6
xnor2          25
nand2          15
No activity file was given, so power comes from the tool's default toggle rates.
