`/design/flow/run.sh`:
```
#!/bin/bash
# OpenROAD 26Q1-2900-gdf79404cd8, Yosys 0.63+post, stock flow scripts
make -C /OpenROAD-flow-scripts/flow DESIGN_CONFIG=/design/flow/config.mk WORK_HOME=/design/flow/orfs finish
```
`/design/flow/config.mk`:
```
export PLATFORM = sky130hd
export DESIGN_NAME = complemento2
export DESIGN_NICKNAME = complemento2
export VERILOG_FILES = /design/flow/design.v
export SDC_FILE = /design/flow/constraint.sdc
export NUM_CORES = 4
export LEC_CHECK = 1
export CORE_AREA = 10 10 70 70
export DIE_AREA = 0 0 80 80
```
`/design/flow/constraint.sdc`:
```
current_design complemento2

set clk_period 1.5
set clk_io_pct 0.2

create_clock -name clk0 -period $clk_period

set non_clock_inputs [all_inputs -no_clocks]
set_input_delay [expr $clk_period * $clk_io_pct] -clock clk0 $non_clock_inputs
set_output_delay [expr $clk_period * $clk_io_pct] -clock clk0 [all_outputs]
```
`/design/flow/design.v`:
```
module complemento2(in,out,SINAL);
	input [5:0]in;
	input SINAL;
	wire [5:0]aux,carry;
	output [5:0]out;
	assign aux[5] = in[5] ^ SINAL;
	assign aux[4] = in[4] ^ SINAL;
	assign aux[3] = in[3] ^ SINAL;
	assign aux[2] = in[2] ^ SINAL;
	assign aux[1] = in[1] ^ SINAL;
	assign aux[0] = in[0] ^ SINAL;
	somador1bit somador0(0,aux[0],out[0],carry[0],SINAL);
	somador1bit somador1(0,aux[1],out[1],carry[1],carry[0]);
	somador1bit somador2(0,aux[2],out[2],carry[2],carry[1]);
	somador1bit somador3(0,aux[3],out[3],carry[3],carry[2]);
	somador1bit somador4(0,aux[4],out[4],carry[4],carry[3]);
	somador1bit somador5(0,aux[5],out[5],carry[5],carry[4]);
endmodule
module somador1bit(A,B,S,Co,Ci);
	input A,B,Ci;
	output S,Co;
	assign S = ~Ci&(A^B) | Ci&(A^~B);
	assign Co = A&B | B&Ci | A&Ci;
endmodule
```
==> node_exporter_impl.prom <==
# HELP chip_impl_metric Yosys and OpenROAD flow results
# TYPE chip_impl_metric gauge
chip_impl_metric{name="filler_instances",unit=""} 399
chip_impl_metric{name="power.static_leakage",unit="nW"} 0.172
chip_impl_metric{name="final_hold_viol_count",unit=""} 0
chip_impl_metric{name="track_usage",unit=""} 0.0178
chip_impl_metric{name="layout-drive-gt1-share",unit=""} 0.704
chip_impl_metric{name="pwr-share-seq",unit=""} 0
chip_impl_metric{name="num_antenna_cells",unit=""} 0
chip_impl_metric{name="post_cts.repair.setup_buffers",unit=""} 0
chip_impl_metric{name="placeable_core_region",unit="sq mm"} 0.00342
chip_impl_metric{name="synth.yosys.chip_area",unit="sq um"} 190
chip_impl_metric{name="fp-utilization",unit=""} 0.0557
chip_impl_info{name="critPathKind",value="input pin to output port"} 1
chip_impl_metric{name="remaining_drc_errors",unit=""} 0
chip_impl_metric{name="post-dp-hpwl",unit="um"} 482
chip_impl_metric{name="placed_cells",unit=""} 73
chip_impl_metric{name="layoutNonFillerInstCount",unit=""} 73
chip_impl_metric{name="hold-worst-slack",unit="ns"} 1.09
chip_impl_metric{name="final_max_slew_viol_count",unit=""} 0
chip_impl_metric{name="wirelength",unit="um"} 555
chip_impl_info{name="worstSetupStartpointType",value="input pin"} 1
chip_impl_metric{name="maximum_number_of_pins_on_one_net_before_global_route_repair",unit=""} 5
chip_impl_metric{name="cap_viol_max_count",unit=""} 0
chip_impl_metric{name="die_h",unit="um"} 80
chip_impl_metric{name="antenna_found_initial",unit=""} 0
chip_impl_info{name="hold_path.class",value="input pin to output port"} 1
chip_impl_metric{name="syn_area",unit="sq um"} 190
chip_impl_metric{name="sequential_cell_area",unit="sq um"} 0
chip_impl_metric{name="timing.max_slew.rel_slack",unit=""} 0.886
chip_impl_metric{name="switchingPower",unit="W"} 0.0000400
chip_impl_metric{name="wl_per_cell",unit="um"} 7.60
chip_impl_metric{name="final_core_utilization",unit=""} 0.128
chip_impl_metric{name="routabilityCongestion",unit=""} 0.629
chip_impl_metric{name="die_area",unit="sq mm"} 0.00640
chip_impl_metric{name="hold_buffers",unit=""} 0
chip_impl_metric{name="ys_types",unit=""} 7
chip_impl_metric{name="post_synthesis_sequential_area_ratio",unit=""} 0
chip_impl_metric{name="worst-path-max-fanout",unit=""} 1
chip_impl_metric{name="crit_required",unit="ns"} 1.20
chip_impl_metric{name="detailedRoute.firstPassIterationCount",unit=""} 1
chip_impl_metric{name="count_of_final_setup_violators",unit=""} 3
chip_impl_info{name="worst_setup_path_end_kind",value="output port"} 1
chip_impl_metric{name="num-clock-buffers",unit=""} 0
chip_impl_metric{name="multiInputGateArea",unit="sq um"} 234
chip_impl_metric{name="boundaryPins",unit=""} 13
chip_impl_metric{name="grt_overflow_total",unit=""} 0
chip_impl_metric{name="warning_count",unit=""} 35
chip_impl_metric{name="via_count",unit=""} 141
chip_impl_info{name="grt_setup_unrepaired",value="true"} 1
chip_impl_metric{name="average_cell_area_after_synthesis",unit="sq um"} 10.0
chip_impl_metric{name="initial_drt_markers",unit=""} 0
chip_impl_metric{name="via_count_of_the_first_global_routing_pass",unit=""} 178
chip_impl_metric{name="flops",unit=""} 0
chip_impl_metric{name="area_delta_synth_final",unit="%"} 130
chip_impl_metric{name="ant_nets",unit=""} 0
chip_impl_metric{name="synth_stat.cells",unit=""} 19
chip_impl_metric{name="vdd_drop_max",unit="mV"} 0.0466
chip_impl_metric{name="finalSetupTns",unit="ns"} -0.480
chip_impl_info{name="status",value="complete, but fails checks"} 1
chip_impl_metric{name="die-width",unit="um"} 80
chip_impl_metric{name="finalWorstSetupSlack",unit="ns"} -0.281
chip_impl_metric{name="io_buffer_count",unit=""} 13
chip_impl_metric{name="power_report.internal_total",unit="W"} 0.0000798
chip_impl_metric{name="syn_inst",unit=""} 19
chip_impl_metric{name="pwr-share-comb",unit=""} 1.000
chip_impl_metric{name="timing_worst_slew_pin_value",unit="ns"} 0.172
chip_impl_metric{name="period_used_share",unit=""} 1.19
chip_impl_metric{name="switching_share",unit=""} 0.334
chip_impl_metric{name="pwr_density_cell",unit="mW/mm^2"} 273
chip_impl_metric{name="achievable-frequency",unit="GHz"} 0.562
chip_impl_metric{name="grt_first_pass_wirelength",unit="um"} 917
chip_impl_metric{name="worst_ep_arrival_time",unit="ns"} 1.48
chip_impl_metric{name="preCtsSetupSlack",unit="ns"} -1.13
chip_impl_metric{name="fin_crit",unit="ns"} 1.78
chip_impl_metric{name="rows",unit=""} 21
chip_impl_metric{name="yosys_warnings",unit=""} 6
chip_impl_metric{name="vias_per_cell",unit=""} 1.93
chip_impl_metric{name="p_clk_frac",unit=""} 0
chip_impl_info{name="violations",value="negative setup slack"} 1
==> final timing paths <==
path,start,end,slack [ns],depth (start not counted)
worst max-delay path,in[1],out[5],-0.28,8
worst min-delay path,SINAL,out[0],1.09,4
==> stage by stage <==
stage	power, W	instance area, sq um
5_1_grt	0.000135	438
2_1_floorplan	0.0000781	241
3_3_place_gp	0.000112	377
4_1_cts	0.000121	423
3_5_place_dp	0.000115	377
6_report	0.000120	438
==> critical path, cell delays in order <==
cell and delay [ns]:
sky130_fd_sc_hd__buf_6 0.10, sky130_fd_sc_hd__xor2_2 0.17, sky130_fd_sc_hd__ha_4 0.16, sky130_fd_sc_hd__ha_4 0.16
sky130_fd_sc_hd__ha_4 0.15, sky130_fd_sc_hd__ha_4 0.14, sky130_fd_sc_hd__xor3_1 0.17, sky130_fd_sc_hd__buf_2 0.13
==> power by group through the flow <==
stage | clock network, W | registers (W) | logic (W)
CTS | 0 | 0 | 0.000121
global route | 0 | 0 | 0.000135
finish | 0 | 0 | 0.000120
==> layout by cell type, fill, tap and decap left out <==
master / netlist / final
sky130_fd_sc_hd__buf_6: 1 / 6
sky130_fd_sc_hd__buf_4: 6 / 1
sky130_fd_sc_hd__xor2_2: 0 / 3
sky130_fd_sc_hd__buf_2: 0 / 1
sky130_fd_sc_hd__clkdlybuf4s50_1: 0 / 1
sky130_fd_sc_hd__xor3_1: 1 / 1
sky130_fd_sc_hd__clkbuf_2: 0 / 1
sky130_fd_sc_hd__ha_4: 0 / 5
sky130_fd_sc_hd__inv_2: 0 / 1
sky130_fd_sc_hd__dlymetal6s2s_1: 0 / 1
sky130_fd_sc_hd__xor2_4: 0 / 1
sky130_fd_sc_hd__xnor2_1: 1 / 1
sky130_fd_sc_hd__dlygate4sd2_1: 0 / 4
==> cells in the mapped netlist (all sizes together) <==
master | n | area, sq um
inv | 1 | 3.75
buf | 7 | 56.3
xnor2 | 1 | 8.76
xor3 | 1 | 23.8
ha | 5 | 62.6
xor2 | 4 | 35.0
==> cells by family (layout without fill, tap and decap cells) <==
family                     after synthesis  after routing  share of synthesized area
adders and majority gates                5              5                      0.329
xor gates and xnor gates                 6              6                      0.355
buffers and inverters                    8             16                      0.316
==> cell type report <==
type,count,share of cell area
timing repair buffer,15,0.326
inverter,1,0.00857
multi-input combinational,11,0.534
tap,46,0.131
==> what timing repair did <==
item	in CTS	in global routing
endpoints found under the setup margin	6	4
gates resized	40	4
hold endpoints to repair	0	0
pin swaps	5	3
==> routing by layer <==
metal  global-route usage  up-vias  wire length, um
met2               0.0385        3              361
met1               0.0167       71              157
li1                     -       67                -
met5                    0        -                0
met4                    0        0                0
met3              0.00455        0               36
No activity file was given, so power comes from the tool's default toggle rates.
